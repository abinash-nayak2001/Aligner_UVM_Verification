==> flow/run.sh <==
#!/bin/bash
# OpenROAD 26Q1-2900-gdf79404cd8, Yosys 0.63+post, stock flow scripts
make -C /OpenROAD-flow-scripts/flow DESIGN_CONFIG=/design/flow/config.mk WORK_HOME=/design/flow/orfs finish
==> flow/config.mk <==
export PLATFORM = sky130hd
export DESIGN_NAME = cfs_ctrl
export DESIGN_NICKNAME = cfs_ctrl
export VERILOG_FILES = /design/flow/design.v
export SDC_FILE = /design/flow/constraint.sdc
export NUM_CORES = 4
export LEC_CHECK = 1
export CORE_UTILIZATION = 40
==> flow/constraint.sdc <==
current_design cfs_ctrl

set clk_period 10.3
set clk_io_pct 0.2

create_clock -name clk0 -period $clk_period [get_ports {clk}]

set non_clock_inputs [all_inputs -no_clocks]
set_input_delay [expr $clk_period * $clk_io_pct] -clock clk0 $non_clock_inputs
set_output_delay [expr $clk_period * $clk_io_pct] -clock clk0 [all_outputs]
==> flow/design.v <==
  interface cfs_algn_if(input clk);
    logic reset_n;
    logic irq;
    logic rx_fifo_push;
    logic rx_fifo_pop;
    logic tx_fifo_push;
    logic tx_fifo_pop;
  endinterface
  module cfs_ctrl #(
    parameter ALGN_DATA_WIDTH = 32,
    localparam int unsigned ALGN_OFFSET_WIDTH = ALGN_DATA_WIDTH <= 8 ? 1 : $clog2(ALGN_DATA_WIDTH/8),
    localparam int unsigned ALGN_SIZE_WIDTH   = $clog2(ALGN_DATA_WIDTH/8)+1,
    localparam int unsigned FIFO_WIDTH        = ALGN_DATA_WIDTH + ALGN_OFFSET_WIDTH + ALGN_SIZE_WIDTH
  )(
    input                        reset_n,
    input                        clk,
    input                        pop_valid,
    input[FIFO_WIDTH-1:0]        pop_data,
    output reg                   pop_ready,
    output reg                   push_valid,
    output reg[FIFO_WIDTH-1:0]   push_data,
    input                        push_ready,
    input[ALGN_OFFSET_WIDTH-1:0] ctrl_offset,
    input[ALGN_SIZE_WIDTH-1:0]   ctrl_size
    );
    localparam int unsigned DATA_MSB = ALGN_DATA_WIDTH-1;
    localparam int unsigned DATA_LSB = 0;
    localparam int unsigned OFFSET_MSB = ALGN_DATA_WIDTH+ALGN_OFFSET_WIDTH-1;
    localparam int unsigned OFFSET_LSB = ALGN_DATA_WIDTH;
    localparam int unsigned SIZE_MSB = ALGN_DATA_WIDTH+ALGN_OFFSET_WIDTH+ALGN_SIZE_WIDTH-1;
    localparam int unsigned SIZE_LSB = ALGN_DATA_WIDTH+ALGN_OFFSET_WIDTH;
    reg[ALGN_OFFSET_WIDTH-1:0] unaligned_offset;
    reg[ALGN_SIZE_WIDTH-1:0] unaligned_size;
    reg[ALGN_DATA_WIDTH-1:0] unaligned_data;
    reg[ALGN_SIZE_WIDTH-1:0] unaligned_bytes_processed;
    reg[ALGN_SIZE_WIDTH-1:0] aligned_bytes_processed;
    always@(posedge clk or negedge reset_n) begin
      if(reset_n == 0) begin
        pop_ready                 <= 1;
        push_valid                <= 0;
        push_data                 <= 0;
        unaligned_offset          <= 0;
        unaligned_size            <= 0;
        unaligned_data            <= 0;
        unaligned_bytes_processed <= 0;
        aligned_bytes_processed   <= 0;
      end
      else begin
        if((push_valid == 1) & (push_ready == 0)) begin
          if(unaligned_bytes_processed >= unaligned_size) begin
            if((pop_valid == 1) && (pop_ready == 1)) begin
              pop_ready                 <= 0;
              unaligned_offset          <= pop_data[OFFSET_MSB:OFFSET_LSB];
              unaligned_size            <= pop_data[SIZE_MSB:SIZE_LSB];
              unaligned_data            <= pop_data[DATA_MSB:DATA_LSB];
              unaligned_bytes_processed <= 0;
            end
            else if((pop_valid == 1) && (pop_ready == 0)) begin
              pop_ready <= 1;
            end
            else begin
              pop_ready <= 1;
            end
          end
          else begin
            pop_ready <= 0;
          end
        end
        else if((push_valid == 1) & (push_ready == 1)) begin
          if(unaligned_bytes_processed >= unaligned_size) begin
            if((pop_valid == 1) && (pop_ready == 1)) begin
              if(pop_data[SIZE_MSB:SIZE_LSB] >= ctrl_size) begin
                push_valid                       <= 1;
                push_data[DATA_MSB:DATA_LSB]     <= ((('h1 << (ctrl_size * 8)) - 1) & (pop_data[DATA_MSB:DATA_LSB] >> (pop_data[OFFSET_MSB:OFFSET_LSB] * 8))) << (8 * ctrl_offset);
                push_data[SIZE_MSB:SIZE_LSB]     <= ctrl_size;
                push_data[OFFSET_MSB:OFFSET_LSB] <= ctrl_offset;
                unaligned_offset                 <= pop_data[OFFSET_MSB:OFFSET_LSB];
                unaligned_size                   <= pop_data[SIZE_MSB:SIZE_LSB];
                unaligned_data                   <= pop_data[DATA_MSB:DATA_LSB];
                unaligned_bytes_processed        <= ctrl_size;
                aligned_bytes_processed          <= 0;
                if(pop_data[SIZE_MSB:SIZE_LSB] > ctrl_size) begin
                  pop_ready <= 0;
                end
                else begin
                  pop_ready <= 1;
                end
              end
              else begin
                push_valid              <= 0;
                push_data               <= ((('h1 << (pop_data[SIZE_MSB:SIZE_LSB] * 8)) - 1) & (pop_data[DATA_MSB:DATA_LSB] >> (pop_data[OFFSET_MSB:OFFSET_LSB] * 8))) << (8 * ctrl_offset);
                aligned_bytes_processed <= pop_data[SIZE_MSB:SIZE_LSB];
              end
            end
            else if((pop_valid == 1) && (pop_ready == 0)) begin
              pop_ready               <= 1;
              push_valid              <= 0;
              push_data               <= 0;
              aligned_bytes_processed <= 0;
            end
            else begin
              pop_ready               <= 1;
              push_valid              <= 0;
              push_data               <= 0;
              aligned_bytes_processed <= 0;
            end
          end
          else begin
            if((unaligned_size - unaligned_bytes_processed) >= ctrl_size) begin
              push_valid                       <= 1;
              push_data[DATA_MSB:DATA_LSB]     <= ((('h1 << (ctrl_size * 8)) - 1) & (unaligned_data >> ((unaligned_offset + unaligned_bytes_processed) * 8))) << (8 * ctrl_offset);
              push_data[SIZE_MSB:SIZE_LSB]     <= ctrl_size;
              push_data[OFFSET_MSB:OFFSET_LSB] <= ctrl_offset;
              unaligned_bytes_processed        <= unaligned_bytes_processed + ctrl_size;
              aligned_bytes_processed          <= 0;
              if(unaligned_bytes_processed + ctrl_size >= unaligned_size) begin
                pop_ready <= 1;
              end
            end
            else begin
              push_valid                <= 0;
              push_data                 <= ((('h1 << ((unaligned_size - unaligned_bytes_processed) * 8)) - 1) & (unaligned_data >> ((unaligned_offset + unaligned_bytes_processed) * 8))) << (8 * ctrl_offset);
              unaligned_bytes_processed <= unaligned_size;
              aligned_bytes_processed   <= unaligned_size - unaligned_bytes_processed;
              pop_ready <= 1;
            end
          end
        end
        else begin
          if(unaligned_bytes_processed >= unaligned_size) begin
            if((pop_valid == 1) && (pop_ready == 1)) begin
              if(pop_data[SIZE_MSB:SIZE_LSB] >= (ctrl_size - aligned_bytes_processed)) begin
                push_valid                       <= 1;
                push_data[DATA_MSB:DATA_LSB]     <= push_data[DATA_MSB:DATA_LSB] | (((('h1 << ((ctrl_size - aligned_bytes_processed) * 8)) - 1) & (pop_data[DATA_MSB:DATA_LSB] >> (pop_data[OFFSET_MSB:OFFSET_LSB] * 8))) << (8 * (ctrl_offset + aligned_bytes_processed)));
                push_data[SIZE_MSB:SIZE_LSB]     <= ctrl_size;
                push_data[OFFSET_MSB:OFFSET_LSB] <= ctrl_offset;
                unaligned_offset                 <= pop_data[OFFSET_MSB:OFFSET_LSB];
                unaligned_size                   <= pop_data[SIZE_MSB:SIZE_LSB];
                unaligned_data                   <= pop_data[DATA_MSB:DATA_LSB];
                unaligned_bytes_processed        <= ctrl_size - aligned_bytes_processed;
                if(pop_data[SIZE_MSB:SIZE_LSB] == (ctrl_size - aligned_bytes_processed)) begin
                  pop_ready <= 1;
                end
                else begin
                  pop_ready <= 0;
                end
              end
              else begin
                push_valid                <= 0;
                push_data                 <= push_data | (((('h1 << (pop_data[SIZE_MSB:SIZE_LSB] * 8)) - 1) & (pop_data[DATA_MSB:DATA_LSB] >> (pop_data[OFFSET_MSB:OFFSET_LSB] * 8))) << (8 * (ctrl_offset + aligned_bytes_processed)));
                aligned_bytes_processed   <= aligned_bytes_processed + pop_data[SIZE_MSB:SIZE_LSB];
                unaligned_offset          <= pop_data[OFFSET_MSB:OFFSET_LSB];
                unaligned_size            <= pop_data[SIZE_MSB:SIZE_LSB];
                unaligned_data            <= pop_data[DATA_MSB:DATA_LSB];
                unaligned_bytes_processed <= pop_data[SIZE_MSB:SIZE_LSB];
                pop_ready                 <= 1;
              end
            end
            else if((pop_valid == 1) && (pop_ready == 0)) begin
              pop_ready <= 1;
            end
            else begin
              pop_ready <= 1;
            end
          end
          else begin
            if(unaligned_size - unaligned_bytes_processed >= (ctrl_size - aligned_bytes_processed)) begin
              push_valid                       <= 1;
              push_data[DATA_MSB:DATA_LSB]     <= push_data[DATA_MSB:DATA_LSB] | (((('h1 << ((ctrl_size - aligned_bytes_processed) * 8)) - 1) & (unaligned_data >> ((unaligned_offset + unaligned_bytes_processed) * 8))) << (8 * (ctrl_offset + aligned_bytes_processed)));
              push_data[SIZE_MSB:SIZE_LSB]     <= ctrl_size;
              push_data[OFFSET_MSB:OFFSET_LSB] <= ctrl_offset;
              unaligned_bytes_processed        <= unaligned_bytes_processed + ctrl_size - aligned_bytes_processed;
              if(unaligned_bytes_processed + ctrl_size - aligned_bytes_processed >= unaligned_size) begin
                pop_ready <= 1;
              end
              else begin
                pop_ready <= 0;
              end
            end
            else begin
              push_valid                <= 0;
              push_data                 <= push_data | (((('h1 << ((unaligned_size - unaligned_bytes_processed) * 8)) - 1) & (unaligned_data >> ((unaligned_offset + unaligned_bytes_processed) * 8))) << (8 * (ctrl_offset + aligned_bytes_processed)));
              aligned_bytes_processed   <= aligned_bytes_processed + (unaligned_size - unaligned_bytes_processed) ;
              unaligned_bytes_processed <= unaligned_size;
              pop_ready <= 1;
            end
          end
        end
      end
    end
  endmodule
==> impl_metrics.tcl <==
# yosys + openroad results
set metrics [dict create \
    synth_cells 1155 \
    cts_buffer_depth 2 \
    path_class "in2reg" \
    edf_count 0 \
    port-buffer-count 84 \
    ff_type "dfrtp_1" \
    whs_path_depth 2 \
    dp_cells 1476 \
    top_cells_by_count "nand2_1 (131), nor2_1 (86), dfrtp_1 (81), o21ai_0 (79), a21oi_1 (77)" \
    insertedDiodeCount 0 \
    yosys_cells 1155 \
    cts.repair.resized 0 \
    critPathMaxFanout 15 \
    max_freq_mhz 133 \
    top_area_cell "dfrtp_1" \
    min_period_ns 7.52 \
    synth-seq-cells 82 \
    async_flop_share 1.00 \
    grt_max_degree 59 \
    synthDistinctLibCells 82 \
    xor_area_frac 0.0126 \
    start_kind "primary input" \
    fillers 2207 \
    die_area_mm2 0.0232 \
    place_ws_ns 2.48 \
    detail_route.wirelength_um 41700 \
    cts_htree_levels 3 \
    gr-total-overflow 0 \
    tns_ns 0 \
    area_growth_pct 16.3 \
    fin_crit_sh 0.730 \
    mux_area_frac 0.135 \
    clock_sinks 82 \
    arrival_ns 7.81 \
    pin_count 85 \
    syn_area_mm2 0.00904 \
    min-delay-path-class "reg2reg" \
    cts_tree "done" \
    slew_viol_final 0 \
    grt_pass1_wl_um 63000 \
    rr_endpoint "push_data[26]" \
    max-cap-violations 0 \
    fa_ha_area_frac 0.0606 \
    drt_iter0_markers 1043 \
    drive_gt1_frac 0.0982 \
    worstHoldStart "push_data[0]" \
    combGateArea_mm2 0.00654 \
    warning_count 25 \
    cp-end-kind "flip-flop" \
    yosys_warnings 1 \
    coreArea_mm2 0.0220 \
    reg2regPathDepth 17 \
    reg2reg_from "unaligned_size[0]" \
    crit_required_ns 10.59 \
    antenna_found_initial 0 \
    die_w_um 152 \
    insertion_delay_ns 0.36 \
    drc 0 \
    die_h_um 152 \
    wire_per_inst_um 28.0 \
    cts_hold_buf 0 \
    grt_pass1_vias 9502 \
    setup_slack_ns 2.78 \
    hold_slack_ns 0.487 \
    synthTopLogicFamily "AND-OR/OR-AND gates" \
    synth_top_area_share 0.224 \
    stdcell_count 1492 \
    place_hpwl_um 31600 \
    final_hold_viol_count 0 \
    grt_usage 0.372 \
    dr.pass1.iters 16 \
    root_buffer "clkbuf_16" \
    ys_sh_simple 0.189 \
    numCtsBuffers 9 \
    ys_chip_area_mm2 0.00904 \
    ys_top_cells_by_area "dfrtp_1 (22%), mux2i_1 (6.8%), mux2_2 (5.9%)" \
    worstHoldEndpoint "push_data[0]" \
    finalSetupViolations 0 \
    initial_core_util 0.412 \
    synth.avg_cell_area_um2 7.82 \
    path_clk_slew_ns 0.07 \
    regArea_mm2 0.00205 \
    rsz0062_at_grt "no" \
    row_count 54 \
    tightest_slew_ns 0.935 \
    antenna_left 0 \
    top_cell "nand2_1" \
    cts_setup_buffers 0 \
    status "complete, no violations" \
    routabilityCongestion 1.05 \
    aoi_share 0.323 \
    reg2reg_slack_ns 4.68 \
    fin_skew_ns 0.00943 \
    slew_headroom 0.375 \
    viasPerCell 6.74 \
    vias 10100 \
    synth_seq_share 0.227 \
]
stage by stage:
stage	util	area (µm²)
detailed placement	0.465	10200
global route	0.478	10500
finish	0.478	10500
global placement	0.465	10200
floorplan	-	9040
CTS	0.478	10500
layout by cell type, fill, tap and decap left out, types with 36 or more instances in the layout:
| cell type | count |
|---|---|
| nand2_1 | 130 |
| nor2_1 | 86 |
| a21oi_1 | 76 |
| mux2_2 | 47 |
| clkdlybuf4s50_1 | 83 |
| dfrtp_1 | 81 |
| inv_1 | 39 |
| mux2i_1 | 61 |
| buf_4 | 37 |
| nand3_1 | 42 |
| o21ai_0 | 79 |
| o211ai_1 | 36 |
worst max-delay path, cell delays in order:
cell	delay (ns)
clkdlybuf4s50_1	0.71
inv_1	0.15
ha_1	0.22
inv_1	0.08
fa_1	0.47
inv_1	0.16
ha_1	0.26
a21oi_1	0.16
maj3_1	0.58
a211oi_1	0.25
or2_2	0.43
inv_1	0.12
ha_1	0.39
nand2_1	0.12
mux2_2	0.30
o32ai_1	0.82
a221o_1	0.25
o21ai_0	0.07
a21oi_1	0.18
worst max path at each step:
stage / startpoint / slack [ns] / depth (start not counted) / end
4_1_cts: ctrl_size[0] / 2.83 / 19 / push_data[26]
5_1_grt: ctrl_size[0] / 2.32 / 19 / push_data[26]
6_report: ctrl_size[0] / 2.78 / 19 / push_data[26]
final cells by class:
type / count / share of cell area
multi-input cells: 954 / 0.622
flip-flops and latches: 82 / 0.195
repair buffers: 120 / 0.106
well taps: 280 / 0.0333
clock buffers: 9 / 0.0214
inverters: 40 / 0.0143
clock inverters: 7 / 0.00774
state kept, by name, summed over array words and instances, names as in the netlist:
signal and count:
unaligned_offset 2, unaligned_bytes_processed 3, push_data 37, unaligned_size 3, unaligned_data 32, pop_ready 1
push_valid 1, aligned_bytes_processed 3
cell families after synthesis:
| kind of cell | Yosys count |
|---|---|
| compound gates | 419 |
| simple gates | 370 |
| buf+inv | 119 |
| mux | 112 |
| flops | 82 |
| fa+ha+maj | 40 |
| xor+xnor | 13 |
per-layer routing:
| layer | track usage | wire length [µm] |
|---|---|---|
| met1 | 0.548 | 18200 |
| met2 | 0.558 | 18200 |
| met3 | 0.0730 | 3590 |
| met4 | 0.119 | 1700 |
| met5 | 0 | 0 |
